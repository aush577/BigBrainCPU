**/design/flow/design.v**
```verilog
package pcmux;
typedef enum bit {
    pc_plus4  = 1'b0
    ,alu_out  = 1'b1
} pcmux_sel_t;
endpackage
package marmux;
typedef enum bit {
    pc_out = 1'b0
    ,alu_out = 1'b1
} marmux_sel_t;
endpackage
package cmpmux;
typedef enum bit {
    rs2_out = 1'b0
    ,i_imm = 1'b1
} cmpmux_sel_t;
endpackage
package alumux;
typedef enum bit {
    rs1_out = 1'b0
    ,pc_out = 1'b1
} alumux1_sel_t;
typedef enum bit [2:0] {
    i_imm    = 3'b000
    ,u_imm   = 3'b001
    ,b_imm   = 3'b010
    ,s_imm   = 3'b011
    ,j_imm   = 3'b100
    ,rs2_out = 3'b101
} alumux2_sel_t;
endpackage
package regfilemux;
typedef enum bit [3:0] {
    alu_out   = 4'b0000
    ,br_en    = 4'b0001
    ,u_imm    = 4'b0010
    ,mdr      = 4'b0011  
    ,pc_plus4 = 4'b0100
} regfilemux_sel_t;
endpackage
package forwardmux1;
typedef enum bit [2:0] {
    idex_rs1 = 3'b000
    ,exmem_alu = 3'b001
    ,regfilemux = 3'b010
    ,mem_rdata = 3'b011
    ,mem_uimm = 3'b100
    ,cmp_br = 3'b101
} forwardmux1_sel_t;
endpackage
package forwardmux2;
typedef enum bit [2:0] {
    idex_rs2 = 3'b000
    ,exmem_alu = 3'b001
    ,regfilemux = 3'b010
    ,mem_rdata = 3'b011
    ,mem_uimm = 3'b100
    ,cmp_br = 3'b101
} forwardmux2_sel_t;
endpackage
package mem_forwardmux2;
typedef enum bit {
    exmem_rs2 = 1'b0
    ,regfilemux = 1'b1
} mem_forwardmux2_sel_t;
endpackage
interface rvfi_itf(input clk, input rst);
    logic halt;
    logic commit;
    logic [63:0] order;
    logic [31:0] inst;
    logic trap;
    logic [4:0] rs1_addr;
    logic [4:0] rs2_addr;
    logic [31:0] rs1_rdata;
    logic [31:0] rs2_rdata;
    logic load_regfile;
    logic [4:0] rd_addr;
    logic [31:0] rd_wdata;
    logic [31:0] pc_rdata;
    logic [31:0] pc_wdata;
    logic [31:0] mem_addr;
    logic [3:0] mem_rmask;
    logic [3:0] mem_wmask;
    logic [31:0] mem_rdata;
    logic [31:0] mem_wdata;
    logic [15:0] errcode;
endinterface
module l2_cache #(
    parameter s_offset = 5,
    parameter s_index  = 3,
    parameter s_tag    = 32 - s_offset - s_index,
    parameter s_mask   = 2**s_offset,
    parameter s_line   = 8*s_mask,
    parameter num_sets = 2**s_index
)
(
	input clk,
	input rst,
	input mem_read,
	input mem_write,
	input [s_line-1:0] mem_wdata256,
	input [31:0] mem_address,
	output [s_line-1:0] mem_rdata256,
	output mem_resp,
	input [s_line-1:0] pmem_rdata,
	input pmem_resp,
	output pmem_read,
	output pmem_write,
	output [s_line-1:0] pmem_wdata,
	output [31:0] pmem_address
);
logic dirty_out;
logic miss;
logic way;
logic data_in_sel;
logic pmem_addr_sel;
logic [1:0] wr_en_data_0_sel;
logic [1:0] wr_en_data_1_sel;
logic dirty_in;
logic valid_in;
logic ld_dirty_0;
logic ld_dirty_1;
logic ld_valid_0;
logic ld_valid_1;
logic ld_tag_0;
logic ld_tag_1;
logic ld_lru;
logic [31:0] mem_byte_enable256;
assign mem_byte_enable256 = 32'hFFFFFFFF;
new_cache_control control
(
	.*
);
new_cache_datapath #(.s_index(s_index)) datapath
(
	.*
);
endmodule : l2_cache
module new_array #(
  parameter s_index = 3,
  parameter width = 1
)
(
  clk,
  rst,
  read,
  load,
  rindex,
  windex,
  datain,
  dataout
);
localparam num_sets = 2**s_index;
input clk;
input rst;
input read;
input load;
input [s_index-1:0] rindex;
input [s_index-1:0] windex;
input [width-1:0] datain;
output logic [width-1:0] dataout;
logic [width-1:0] data [num_sets-1:0]  ;
logic [width-1:0] _dataout;
assign dataout = _dataout;
always_comb begin
  _dataout = data[rindex];
end
always_ff @(posedge clk)
begin
  if (rst) begin
    for (int i = 0; i < num_sets; ++i) begin
      data[i] <= '0;
    end
  end
  else begin
    if (load) begin
      data[windex] <= datain;
    end
  end
end
endmodule : new_array
module new_cache_control
(
	input clk,
	input rst,
	input logic mem_read,
	input logic mem_write,
	output logic mem_resp,
	input logic pmem_resp,
	output logic pmem_read,
	output logic pmem_write,
	input logic dirty_out,
	input logic miss,
	input logic way,
	output logic data_in_sel,
	output logic pmem_addr_sel,
	output logic [1:0] wr_en_data_0_sel,
	output logic [1:0] wr_en_data_1_sel,
	output logic dirty_in,
	output logic valid_in,
	output logic ld_dirty_0,
	output logic ld_dirty_1,
	output logic ld_valid_0,
	output logic ld_valid_1,
	output logic ld_tag_0,
	output logic ld_tag_1,
	output logic ld_lru
);
enum int unsigned {
	checkHit = 1,
	read = 2,
	writeback = 3
} state, next_state;
function void set_defaults();
	mem_resp = 1'b0;
	pmem_read = 1'b0;
	pmem_write = 1'b0;
	data_in_sel = 1'b1;
	pmem_addr_sel = 1'b1;
	wr_en_data_0_sel = 2'b00;
	wr_en_data_1_sel = 2'b00;
	dirty_in = 1'b0;
	valid_in = 1'b0;
	ld_dirty_0 = 1'b0;
	ld_dirty_1 = 1'b0;
	ld_valid_0 = 1'b0;
	ld_valid_1 = 1'b0;
	ld_tag_0 = 1'b0;
	ld_tag_1 = 1'b0;
	ld_lru = 1'b0;
endfunction
always_comb
begin
	set_defaults();
	unique case (state)
		checkHit: begin
			if (~miss & mem_read) begin
				ld_lru = 1'b1;
				mem_resp = 1'b1;
			end
			if (~miss & mem_write) begin
				data_in_sel = 1'b1;
				if (way) begin wr_en_data_1_sel = 2'b10; end else begin wr_en_data_0_sel = 2'b10; end
				dirty_in = 1'b1;
				if (way) begin ld_dirty_1 = 1'b1; end else begin ld_dirty_0 = 1'b1; end
				ld_lru = 1'b1;
				mem_resp = 1'b1;
			end
		end
		read: begin
			data_in_sel = 1'b0;
			pmem_addr_sel = 1'b1;
			pmem_read = 1'b1;
			if (pmem_resp) begin
				if (way) begin wr_en_data_1_sel = 2'b01; end else begin wr_en_data_0_sel = 2'b01; end
				if (way) begin ld_tag_1 = 1'b1; end else begin ld_tag_0 = 1'b1; end
				valid_in = 1'b1;
				if (way) begin ld_valid_1 = 1'b1; end else begin ld_valid_0 = 1'b1; end
			end
		end
		writeback: begin
			pmem_addr_sel = 1'b0;
			pmem_write = 1'b1;
			dirty_in = 1'b0;
			if (way) begin ld_dirty_1 = 1'b1; end else begin ld_dirty_0 = 1'b1; end
		end
		default: begin
			set_defaults();
		end
	endcase
end
always_comb
begin
	if (rst) begin
		next_state <= checkHit;
	end else begin
		unique case (state)
			checkHit: begin
				if (mem_read | mem_write) begin
					if (~miss) begin
						next_state <= checkHit;
					end else begin
						if (miss & ~dirty_out) begin
							next_state <= read;
						end else begin	 
							next_state <= writeback;
						end
					end
				end else begin
					next_state <= checkHit;
				end
			end
			read: begin
				if (pmem_resp) begin
					next_state <= checkHit;
				end else begin
					next_state <= read;
				end
			end
			writeback: begin
				if (pmem_resp) begin
					next_state <= read;
				end else begin
					next_state <= writeback;
				end
			end
			default: begin
				next_state <= checkHit;
			end
		endcase
	end
end
always_ff @(posedge clk)
begin
	state <= next_state;
end
endmodule : new_cache_control
module new_cache_datapath #(
    parameter s_offset = 5,
    parameter s_index  = 3,
    parameter s_tag    = 32 - s_offset - s_index,
    parameter s_mask   = 2**s_offset,
    parameter s_line   = 8*s_mask,
    parameter num_sets = 2**s_index
)
(
	input clk,
	input rst,
	input logic [31:0] mem_address,
	input logic [s_line-1:0] mem_wdata256,
	input logic [31:0] mem_byte_enable256,
	output logic [s_line-1:0] mem_rdata256,
	input logic [s_line-1:0] pmem_rdata,
	output logic [31:0] pmem_address,
	output logic [s_line-1:0] pmem_wdata,
	input logic data_in_sel,
	input logic pmem_addr_sel,
	input logic [1:0] wr_en_data_0_sel,
	input logic [1:0] wr_en_data_1_sel,
	input logic dirty_in,
	input logic valid_in,
	input logic ld_dirty_0,
	input logic ld_dirty_1,
	input logic ld_valid_0,
	input logic ld_valid_1,
	input logic ld_tag_0,
	input logic ld_tag_1,
	input logic ld_lru,
	output logic dirty_out,
	output logic miss,
	output logic way
);
logic [s_index-1:0] index_in;
assign index_in = mem_address[(s_offset + s_index - 1):s_offset];
logic [s_tag-1:0] tag_in;
assign tag_in = mem_address[31:(s_offset + s_index)];
logic dirty_0_out, dirty_1_out;
logic valid_0_out, valid_1_out;
logic [s_tag-1:0] tag_0_out, tag_1_out;
logic [s_tag-1:0] tag_out;
logic lru_out;
logic [s_line-1:0] data_in;
logic [s_line-1:0] data_0_out, data_1_out;
logic [s_line-1:0] data_out;
assign pmem_wdata = data_out;
assign mem_rdata256 = data_out;
logic [31:0] wr_en_data_0;
logic [31:0] wr_en_data_1;
logic hit_0, hit_1;
assign hit_0 = ((tag_0_out == tag_in) & valid_0_out);
assign hit_1 = ((tag_1_out == tag_in) & valid_1_out);
assign miss = ~(hit_0 | hit_1);
new_array #(.s_index(s_index), .width(1)) dirty_array_0 (
	.*,
	.read(1'b1),
	.load(ld_dirty_0),
	.rindex(index_in),
	.windex(index_in),
	.datain(dirty_in),
	.dataout(dirty_0_out)
);
new_array #(.s_index(s_index), .width(1)) dirty_array_1 (
	.*,
	.read(1'b1),
	.load(ld_dirty_1),
	.rindex(index_in),
	.windex(index_in),
	.datain(dirty_in),
	.dataout(dirty_1_out)
);
new_array #(.s_index(s_index), .width(1)) valid_array_0 (
	.*,
	.read(1'b1),
	.load(ld_valid_0),
	.rindex(index_in),
	.windex(index_in),
	.datain(valid_in),
	.dataout(valid_0_out)
);
new_array #(.s_index(s_index), .width(1)) valid_array_1 (
	.*,
	.read(1'b1),
	.load(ld_valid_1),
	.rindex(index_in),
	.windex(index_in),
	.datain(valid_in),
	.dataout(valid_1_out)
);
new_array #(.s_index(s_index), .width(s_tag)) tag_array_0 (
	.*,
	.read(1'b1),
	.load(ld_tag_0),
	.rindex(index_in),
	.windex(index_in),
	.datain(tag_in),
	.dataout(tag_0_out)
);
new_array #(.s_index(s_index), .width(s_tag)) tag_array_1 (
	.*,
	.read(1'b1),
	.load(ld_tag_1),
	.rindex(index_in),
	.windex(index_in),
	.datain(tag_in),
	.dataout(tag_1_out)
);
new_array #(.s_index(s_index), .width(1)) lru_array (
	.*,
	.read(1'b1),
	.load(ld_lru),
	.rindex(index_in),
	.windex(index_in),
	.datain(~way),
	.dataout(lru_out)
);
new_data_array #(.s_offset(s_offset), .s_index(s_index)) data_array_0 (
	.*,
  .read(1'b1),
  .write_en(wr_en_data_0),
  .rindex(index_in),
  .windex(index_in),
	.datain(data_in),
	.dataout(data_0_out)
);
new_data_array #(.s_offset(s_offset), .s_index(s_index)) data_array_1 (
	.*,
  .read(1'b1),
  .write_en(wr_en_data_1),
  .rindex(index_in),
  .windex(index_in),
	.datain(data_in),
	.dataout(data_1_out)
);
always_comb begin
	unique case (miss)
		1'b0:	way = hit_1;		 
		1'b1:	way = lru_out;	 
		default:	way = hit_1;
	endcase
	unique case (way)
		1'b0:	dirty_out = dirty_0_out;
		1'b1:	dirty_out = dirty_1_out;
		default:	dirty_out = dirty_0_out;
	endcase
	unique case (way)
		1'b0:	tag_out = tag_0_out;
		1'b1:	tag_out = tag_1_out;
		default:	tag_out = tag_0_out;
	endcase
	unique case (way)
		1'b0:	data_out = data_0_out;
		1'b1:	data_out = data_1_out;
		default:	data_out = data_0_out;
	endcase
	unique case (data_in_sel)
		1'b0:	data_in = pmem_rdata;			 
		1'b1:	data_in = mem_wdata256;		 
		default:	data_in = pmem_rdata;
	endcase
	unique case (pmem_addr_sel)
		1'b0:	pmem_address = {tag_out, index_in, 5'b0};		 
		1'b1:	pmem_address = {tag_in, index_in, 5'b0};		 
		default:	pmem_address = {tag_out, index_in, 5'b0};
	endcase
	unique case (wr_en_data_0_sel)
		2'b00:	wr_en_data_0 = 32'h00000000;
		2'b01:	wr_en_data_0 = 32'hFFFFFFFF;
		2'b10:	wr_en_data_0 = mem_byte_enable256;
		default:	wr_en_data_0 = 32'h00000000;
	endcase
	unique case (wr_en_data_1_sel)
		2'b00:	wr_en_data_1 = 32'h00000000;
		2'b01:	wr_en_data_1 = 32'hFFFFFFFF;
		2'b10:	wr_en_data_1 = mem_byte_enable256;
		default:	wr_en_data_1 = 32'h00000000;
	endcase
end
endmodule : new_cache_datapath
module new_data_array #(
  parameter s_offset = 5,
  parameter s_index = 3
)
(
  clk,
  rst,
  read,
  write_en,
  rindex,
  windex,
  datain,
  dataout
);
localparam s_mask   = 2**s_offset;
localparam s_line   = 8*s_mask;
localparam num_sets = 2**s_index;
input clk;
input rst;
input read;
input [s_mask-1:0] write_en;
input [s_index-1:0] rindex;
input [s_index-1:0] windex;
input [s_line-1:0] datain;
output logic [s_line-1:0] dataout;
logic [s_line-1:0] data [num_sets-1:0]  ;
logic [s_line-1:0] _dataout;
assign dataout = _dataout;
always_comb begin
  _dataout = data[rindex];
end
always_ff @(posedge clk)
begin
  if (rst) begin
    for (int i = 0; i < num_sets; ++i) begin
      data[i] <= '0;
    end
  end
  else begin
    for (int i = 0; i < s_mask; i++) begin
      data[windex][8*i +: 8] <= write_en[i] ? datain[8*i +: 8] : data[windex][8*i +: 8];
    end
  end
end
endmodule : new_data_array
```
**/design/flow/run.sh**
```bash
#!/bin/bash
# OpenROAD 26Q1-2900-gdf79404cd8, Yosys 0.63+post, stock flow scripts
make -C /OpenROAD-flow-scripts/flow DESIGN_CONFIG=/design/flow/config.mk WORK_HOME=/design/flow/orfs finish
```
**/design/flow/config.mk**
```make
export PLATFORM = sky130hd
export DESIGN_NAME = l2_cache
export DESIGN_NICKNAME = l2_cache
export VERILOG_FILES = /design/flow/design.v
export SDC_FILE = /design/flow/constraint.sdc
export NUM_CORES = 4
export LEC_CHECK = 1
export CORE_UTILIZATION = 50
export SYNTH_MEMORY_MAX_BITS = 65536
```
**/design/flow/constraint.sdc**
```tcl
current_design l2_cache

set clk_period 220.0
set clk_io_pct 0.2

create_clock -name clk0 -period $clk_period [get_ports {clk}]

set non_clock_inputs [all_inputs -no_clocks]
set_input_delay [expr $clk_period * $clk_io_pct] -clock clk0 $non_clock_inputs
set_output_delay [expr $clk_period * $clk_io_pct] -clock clk0 [all_outputs]
```
==> notes.org <==
#+TITLE: Implementation results

** Status
- The run finished with clean final reports.

** Logic synthesis
- Sequential-to-total area share from yosys stat :: 55.69%
- Count of different cell masters after synthesis :: 77
- The synthesis stat section lists a flop and latch total of 4523.
- Gate count after technology mapping :: 20.41k
- Top cell type's share of synthesized area :: 55.66%
- Number of warnings issued by yosys :: 5
- Average instance area after synthesis :: 11.95 um^2
- Yosys reported that registers with async set or reset make up 0%.
- Leading area contributor after synthesis :: edfxtp_1
- Number of synthesized flops with an enable pin :: 4520
- Top FF cell, synth :: edfxtp_1
- After synthesis the cells add up to 243800 um^2.
- The number of cells reported by Yosys stat comes to 20.41k.
- The area recorded from the Yosys report for this design is 243800 um^2.
- In the post-synthesis netlist, the biggest area contributors are edfxtp_1 (56%), mux2i_1 (11%), a221oi_1 (8.0%).

** Worst setup path
- CP arrival :: 52760 ps
- Required time at the endpoint of the critical path :: 176000 ps
- Critical path launch point type :: primary input
- Startpoint of the most critical register-to-register path :: datapath.tag_array_1.data[7][18]
- Critical Path Slowest Stage Cell :: o21ai_4
- Dominant cell type by count on the critical path :: buf_4
- Instance count on the critical path :: 17
- Reg2Reg Capture Point :: datapath.data_array_1.data[4][155]
- Max incr delay on CP :: 810 ps
- The critical path goes through buf_8 > buf_4 > buf_4 > nor2b_2 > buf_4 > and2_4 > a222oi_1 > o221a_2 > buf_4 > o21ai_4 > buf_4 > buf_4 > buf_4 > buf_4 > buf_4 > mux2_2 > clkdlybuf4s50_1.
- The timing report attributes the biggest portion of critical-path delay to buffers and inverters.
- R2r worst-path depth :: 18
- Reg2reg setup slack :: 208740 ps
- Together, buffers and inverters on the worst path number 11.
- The critical path is of the primary input to output pin type.
- Highest fanout seen on the critical path :: 41
- Endpoint class of the critical path :: output pin
- Tracing the worst setup path back leads to its startpoint at mem_address[6].
- Worst setup path endpoint :: mem_rdata256[209]

** Clock network
- Total of hold buffers inserted after clock tree synthesis :: 0
- Num CTS Buffers :: 527
- H-tree levels :: 6
- Clock slew at reported path FFs :: 60 ps
- Counting every sink on the clock net gives 4523.
- Number of buffers on the longest clock path :: 4
- TritonCTS built the clock tree.
- Setup bufs post-CTS :: 0
- Number of gates resized after cts :: 0
- For the worst-skew pair, the clock arrives at the later sink with an insertion delay of 1090 ps.
- The root buffer cell chosen for the clock tree is clkbuf_16.

** STA
- After layout, the worst path uses 43.98% of the clock period.
- Shortest period the worst path allows :: 96760 ps
- At the pin with the least slew margin, the transition time is 1099 ps.
- The final timing report lists a hold violation count of 0.
- Fmax :: 10.33 MHz
- Final-report max-slew violation count :: 0
- Max-Slew Margin vs Limit :: 26.43%
- In the final run the clock tree shows a worst skew of 44.59 ps.
- Setup total negative slack :: 0 ps
- Setup repair after global routing left no endpoint under its margin.
- Setup violations remaining at the end of the flow were counted as 0.

** Final layout
- Cells fill 55.83% of the core in the end.
- Filler cell count :: 38.97k
- Area delta synth->final :: 11.24%
- Cells with a size suffix above 1 make up 11.10% of the layout.

** Global route
- All-Layer GR Usage :: 39.03%
- The first global-routing pass estimated 1281000 um of wire.
- Entering global routing, the biggest net connects 171 pins.
- The total overflow left after global routing is 0.
- The number of global-route vias before repair was 180.1k.
- Antenna violations before repair :: 45

** Floorplan
- Die Y-Extent :: 700.4 um
- Std cell rows :: 256
- After floorplanning, the die was sized to cover 490500 um^2.
- According to the floorplan report, the placeable core area is 485900 um^2.
- The die is 700.4 um wide.
- Initial core utilization :: 50.18%
- In this run the count of I/O pins placed on the die edge is 1096.

** Placement
- After legalization and detailed placement, the total HPWL measured 511700 um.
- As logged by OpenROAD, the buffers inserted on ports number 1085.
- GPL Wtd Cong :: 0.9088

** Power
- Areal power density over the cells :: 7.915 nW/um^2
- The leakage power in the latest report is 101.0 nW.
- Worst-case vdd ir drop :: 0.000009018 V

** Routing
- The script logs the mean routed wire length per placed instance as 33.12 um.
- In this run the remaining antenna-violating nets after routing total 0.
- Total Routed Length :: 898900 um
- Total number of vias :: 184.6k
- In the routed design, unresolved DRC markers number 0.
- For this block, the initial DRC count from the detailed router was 16.79k.
- The script logs the ratio of routed vias to standard cells as 6.803.
- Number of optimization iterations in the first detailed-route pass :: 9

** Job
- Across all stage logs, warnings added up to 61.
- In this run the maximum-capacitance check reported violations numbering 0.

** Worst hold path
- According to the hold report, the worst path is of the flop to flop type.
through the flow:
stage	power [W]	worst slack [ps]	hold slack (ps)	instance area [um^2]	instances
after floorplan	0.001243	128810	470.7	243900	20420
after global placement	0.001334	123520	492.4	255500	26190
after detailed placement	0.001335	123550	502.4	255500	26190
after CTS	0.002147	123550	512.4	271100	27090
after global routing	0.002203	123180	548.5	271200	27130
final	0.002147	123240	514.6	271300	27140
placed cells by master (no fill, tap or decap), types with 20 or more instances in the layout:
| cell | count |
|---|---|
| mux2_2 | 769 |
| buf_4 | 698 |
| mux2i_1 | 2644 |
| o211ai_1 | 20 |
| a211oi_1 | 64 |
| a221o_1 | 130 |
| o21ai_0 | 128 |
| and3_1 | 312 |
| and2_1 | 34 |
| mux4_2 | 64 |
| nand2_1 | 4188 |
| nor3b_1 | 21 |
| o22ai_1 | 73 |
| clkbuf_16 | 542 |
| and4_1 | 23 |
| clkbuf_1 | 160 |
| a21oi_1 | 305 |
| or3_1 | 20 |
| buf_12 | 41 |
| a22oi_1 | 1144 |
| clkinv_2 | 55 |
| nand3_1 | 37 |
| a222oi_1 | 35 |
| nand4_1 | 272 |
| a221oi_1 | 2233 |
| diode_2 | 48 |
| clkdlybuf4s50_1 | 1082 |
| clkinv_1 | 105 |
| edfxtp_1 | 4520 |
| nor3_1 | 55 |
| nor2_1 | 536 |
| nor4_1 | 24 |
registers in the layout, indices dropped and copies added, names as in the netlist:
| signal | count |
|---|---|
| datapath.lru_array.data | 8 |
| datapath.dirty_array_0.data | 8 |
| datapath.data_array_1.data | 2048 |
| datapath.valid_array_1.data | 8 |
| control.state | 3 |
| datapath.data_array_0.data | 2048 |
| datapath.valid_array_0.data | 8 |
| datapath.tag_array_0.data | 192 |
| datapath.dirty_array_1.data | 8 |
| datapath.tag_array_1.data | 192 |
Yosys cell counts, types with 21 or more instances:
cell,number
a211oi_1,64
a21oi_1,305
a221o_1,130
a221oi_1,2233
a222oi_1,35
a22oi_1,1144
and2_1,40
and3_1,313
and4_1,23
buf_1,129
buf_2,376
buf_4,280
buf_6,389
clkbuf_1,1325
edfxtp_1,4520
mux2_2,769
mux2i_1,2644
mux4_2,64
nand2_1,4201
nand3_1,38
nand4_1,272
nor2_1,553
nor3_1,59
nor3b_1,21
nor4_1,25
o21ai_0,134
o22ai_1,73
where the power goes:
| group | leakage [nW] | internal (W) | switching, W |
|---|---|---|---|
| Combinational | 46.0 | 0.000101 | 0.000215 |
| Clock | 7.60 | 0.000461 | 0.000361 |
| Sequential | 47.4 | 0.000997 | 0.0000113 |
| Total | 101 | 0.00156 | 0.000588 |
metal layers:
metal	vias to the layer above	track usage (%)	wire [um]
met4	23	18.03	52360
met3	2126	21.60	133300
met1	90850	52.52	311200
met2	12340	54.41	400900
met5	-	1.431	1109
li1	79280	-	-
final cells by class:
class | instances | area (um^2) | area share, %
sequential | 4523 | 135800 | 50.06
multi-input combinational | 13380 | 94650 | 34.89
timing repair buffer | 1824 | 16940 | 6.243
clock buffer | 702 | 14160 | 5.221
tap | 6450 | 8070 | 2.975
clock inverter | 199 | 1479 | 0.5452
antenna | 48 | 120.1 | 0.04428
inverter | 12 | 52.55 | 0.01937
cell families after synthesis:
| kind of cell | after synthesis | synth area share, % |
|---|---|---|
| and+or+nand+nor | 5604 | 9.501 |
| DFF | 4523 | 55.69 |
| AOI/OAI and AO/OA | 4257 | 13.97 |
| muxes | 3493 | 15.08 |
| buffers and inverters | 2511 | 5.687 |
| xor gates and xnor gates | 22 | 0.07902 |
| other | 1 | 0.001538 |
worst reg2reg max path, cell delays in order, from the launching register on:
cell,delay [ps]
edfxtp_1,360
mux4_2,460
mux2i_1,520
xor2_1,450
nand2_1,70
or4_1,580
nor4_4,290
buf_4,600
a31o_4,660
buf_4,700
buf_4,690
buf_4,840
buf_4,800
buf_4,850
buf_12,640
buf_4,840
buf_4,600
buf_4,750
a221oi_1,280
worst min path at each step:
stage,startpoint,to,depth (start not counted)
finish,control.state[0],control.state[0],2
CTS,control.state[0],control.state[0],2
global route,control.state[0],control.state[0],2
No activity file was given, so power comes from the tool's default toggle rates.
