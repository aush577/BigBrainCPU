--- flow/design.v ---
package pcmux;
typedef enum bit {
    pc_plus4  = 1'b0
    ,alu_out  = 1'b1
} pcmux_sel_t;
endpackage
package marmux;
typedef enum bit {
    pc_out = 1'b0
    ,alu_out = 1'b1
} marmux_sel_t;
endpackage
package cmpmux;
typedef enum bit {
    rs2_out = 1'b0
    ,i_imm = 1'b1
} cmpmux_sel_t;
endpackage
package alumux;
typedef enum bit {
    rs1_out = 1'b0
    ,pc_out = 1'b1
} alumux1_sel_t;
typedef enum bit [2:0] {
    i_imm    = 3'b000
    ,u_imm   = 3'b001
    ,b_imm   = 3'b010
    ,s_imm   = 3'b011
    ,j_imm   = 3'b100
    ,rs2_out = 3'b101
} alumux2_sel_t;
endpackage
package regfilemux;
typedef enum bit [3:0] {
    alu_out   = 4'b0000
    ,br_en    = 4'b0001
    ,u_imm    = 4'b0010
    ,mdr      = 4'b0011  
    ,pc_plus4 = 4'b0100
} regfilemux_sel_t;
endpackage
package forwardmux1;
typedef enum bit [2:0] {
    idex_rs1 = 3'b000
    ,exmem_alu = 3'b001
    ,regfilemux = 3'b010
    ,mem_rdata = 3'b011
    ,mem_uimm = 3'b100
    ,cmp_br = 3'b101
} forwardmux1_sel_t;
endpackage
package forwardmux2;
typedef enum bit [2:0] {
    idex_rs2 = 3'b000
    ,exmem_alu = 3'b001
    ,regfilemux = 3'b010
    ,mem_rdata = 3'b011
    ,mem_uimm = 3'b100
    ,cmp_br = 3'b101
} forwardmux2_sel_t;
endpackage
package mem_forwardmux2;
typedef enum bit {
    exmem_rs2 = 1'b0
    ,regfilemux = 1'b1
} mem_forwardmux2_sel_t;
endpackage
interface rvfi_itf(input clk, input rst);
    logic halt;
    logic commit;
    logic [63:0] order;
    logic [31:0] inst;
    logic trap;
    logic [4:0] rs1_addr;
    logic [4:0] rs2_addr;
    logic [31:0] rs1_rdata;
    logic [31:0] rs2_rdata;
    logic load_regfile;
    logic [4:0] rd_addr;
    logic [31:0] rd_wdata;
    logic [31:0] pc_rdata;
    logic [31:0] pc_wdata;
    logic [31:0] mem_addr;
    logic [3:0] mem_rmask;
    logic [3:0] mem_wmask;
    logic [31:0] mem_rdata;
    logic [31:0] mem_wdata;
    logic [15:0] errcode;
endinterface
module new_array #(
  parameter s_index = 3,
  parameter width = 1
)
(
  clk,
  rst,
  read,
  load,
  rindex,
  windex,
  datain,
  dataout
);
localparam num_sets = 2**s_index;
input clk;
input rst;
input read;
input load;
input [s_index-1:0] rindex;
input [s_index-1:0] windex;
input [width-1:0] datain;
output logic [width-1:0] dataout;
logic [width-1:0] data [num_sets-1:0]  ;
logic [width-1:0] _dataout;
assign dataout = _dataout;
always_comb begin
  _dataout = data[rindex];
end
always_ff @(posedge clk)
begin
  if (rst) begin
    for (int i = 0; i < num_sets; ++i) begin
      data[i] <= '0;
    end
  end
  else begin
    if (load) begin
      data[windex] <= datain;
    end
  end
end
endmodule : new_array
module new_bus_adapter
(
    output [255:0] mem_wdata256,
    input [255:0] mem_rdata256,
    input [31:0] mem_wdata,
    output [31:0] mem_rdata,
    input [3:0] mem_byte_enable,
    output logic [31:0] mem_byte_enable256,
    input [31:0] address
);
assign mem_wdata256 = {8{mem_wdata}};
assign mem_rdata = mem_rdata256[(32*address[4:2]) +: 32];
assign mem_byte_enable256 = {28'h0, mem_byte_enable} << (address[4:2]*4);
endmodule : new_bus_adapter
module new_cache #(
    parameter s_offset = 5,
    parameter s_index  = 3,
    parameter s_tag    = 32 - s_offset - s_index,
    parameter s_mask   = 2**s_offset,
    parameter s_line   = 8*s_mask,
    parameter num_sets = 2**s_index
)
(
	input clk,
	input rst,
	input mem_read,
	input mem_write,
	input [31:0] mem_wdata_cpu,
	input [3:0] mem_byte_enable_cpu,
	input [31:0] mem_address,
	output [31:0] mem_rdata_cpu,
	output mem_resp,
	input [s_line-1:0] pmem_rdata,
	input pmem_resp,
	output pmem_read,
	output pmem_write,
	output [s_line-1:0] pmem_wdata,
	output [31:0] pmem_address
);
logic [s_line-1:0] mem_wdata256;
logic [s_line-1:0] mem_rdata256;
logic [31:0] mem_byte_enable256;
logic dirty_out;
logic miss;
logic way;
logic data_in_sel;
logic pmem_addr_sel;
logic [1:0] wr_en_data_0_sel;
logic [1:0] wr_en_data_1_sel;
logic dirty_in;
logic valid_in;
logic ld_dirty_0;
logic ld_dirty_1;
logic ld_valid_0;
logic ld_valid_1;
logic ld_tag_0;
logic ld_tag_1;
logic ld_lru;
new_cache_control control
(
	.*
);
new_cache_datapath #(.s_index(s_index)) datapath
(
	.*
);
new_bus_adapter bus_adapter
(
	.*,
  .mem_wdata(mem_wdata_cpu),
  .mem_rdata(mem_rdata_cpu),
  .mem_byte_enable(mem_byte_enable_cpu),
	.address(mem_address)
);
endmodule : new_cache
module new_cache_control
(
	input clk,
	input rst,
	input logic mem_read,
	input logic mem_write,
	output logic mem_resp,
	input logic pmem_resp,
	output logic pmem_read,
	output logic pmem_write,
	input logic dirty_out,
	input logic miss,
	input logic way,
	output logic data_in_sel,
	output logic pmem_addr_sel,
	output logic [1:0] wr_en_data_0_sel,
	output logic [1:0] wr_en_data_1_sel,
	output logic dirty_in,
	output logic valid_in,
	output logic ld_dirty_0,
	output logic ld_dirty_1,
	output logic ld_valid_0,
	output logic ld_valid_1,
	output logic ld_tag_0,
	output logic ld_tag_1,
	output logic ld_lru
);
enum int unsigned {
	checkHit = 1,
	read = 2,
	writeback = 3
} state, next_state;
function void set_defaults();
	mem_resp = 1'b0;
	pmem_read = 1'b0;
	pmem_write = 1'b0;
	data_in_sel = 1'b1;
	pmem_addr_sel = 1'b1;
	wr_en_data_0_sel = 2'b00;
	wr_en_data_1_sel = 2'b00;
	dirty_in = 1'b0;
	valid_in = 1'b0;
	ld_dirty_0 = 1'b0;
	ld_dirty_1 = 1'b0;
	ld_valid_0 = 1'b0;
	ld_valid_1 = 1'b0;
	ld_tag_0 = 1'b0;
	ld_tag_1 = 1'b0;
	ld_lru = 1'b0;
endfunction
always_comb
begin
	set_defaults();
	unique case (state)
		checkHit: begin
			if (~miss & mem_read) begin
				ld_lru = 1'b1;
				mem_resp = 1'b1;
			end
			if (~miss & mem_write) begin
				data_in_sel = 1'b1;
				if (way) begin wr_en_data_1_sel = 2'b10; end else begin wr_en_data_0_sel = 2'b10; end
				dirty_in = 1'b1;
				if (way) begin ld_dirty_1 = 1'b1; end else begin ld_dirty_0 = 1'b1; end
				ld_lru = 1'b1;
				mem_resp = 1'b1;
			end
		end
		read: begin
			data_in_sel = 1'b0;
			pmem_addr_sel = 1'b1;
			pmem_read = 1'b1;
			if (pmem_resp) begin
				if (way) begin wr_en_data_1_sel = 2'b01; end else begin wr_en_data_0_sel = 2'b01; end
				if (way) begin ld_tag_1 = 1'b1; end else begin ld_tag_0 = 1'b1; end
				valid_in = 1'b1;
				if (way) begin ld_valid_1 = 1'b1; end else begin ld_valid_0 = 1'b1; end
			end
		end
		writeback: begin
			pmem_addr_sel = 1'b0;
			pmem_write = 1'b1;
			dirty_in = 1'b0;
			if (way) begin ld_dirty_1 = 1'b1; end else begin ld_dirty_0 = 1'b1; end
		end
		default: begin
			set_defaults();
		end
	endcase
end
always_comb
begin
	if (rst) begin
		next_state <= checkHit;
	end else begin
		unique case (state)
			checkHit: begin
				if (mem_read | mem_write) begin
					if (~miss) begin
						next_state <= checkHit;
					end else begin
						if (miss & ~dirty_out) begin
							next_state <= read;
						end else begin	 
							next_state <= writeback;
						end
					end
				end else begin
					next_state <= checkHit;
				end
			end
			read: begin
				if (pmem_resp) begin
					next_state <= checkHit;
				end else begin
					next_state <= read;
				end
			end
			writeback: begin
				if (pmem_resp) begin
					next_state <= read;
				end else begin
					next_state <= writeback;
				end
			end
			default: begin
				next_state <= checkHit;
			end
		endcase
	end
end
always_ff @(posedge clk)
begin
	state <= next_state;
end
endmodule : new_cache_control
module new_cache_datapath #(
    parameter s_offset = 5,
    parameter s_index  = 3,
    parameter s_tag    = 32 - s_offset - s_index,
    parameter s_mask   = 2**s_offset,
    parameter s_line   = 8*s_mask,
    parameter num_sets = 2**s_index
)
(
	input clk,
	input rst,
	input logic [31:0] mem_address,
	input logic [s_line-1:0] mem_wdata256,
	input logic [31:0] mem_byte_enable256,
	output logic [s_line-1:0] mem_rdata256,
	input logic [s_line-1:0] pmem_rdata,
	output logic [31:0] pmem_address,
	output logic [s_line-1:0] pmem_wdata,
	input logic data_in_sel,
	input logic pmem_addr_sel,
	input logic [1:0] wr_en_data_0_sel,
	input logic [1:0] wr_en_data_1_sel,
	input logic dirty_in,
	input logic valid_in,
	input logic ld_dirty_0,
	input logic ld_dirty_1,
	input logic ld_valid_0,
	input logic ld_valid_1,
	input logic ld_tag_0,
	input logic ld_tag_1,
	input logic ld_lru,
	output logic dirty_out,
	output logic miss,
	output logic way
);
logic [s_index-1:0] index_in;
assign index_in = mem_address[(s_offset + s_index - 1):s_offset];
logic [s_tag-1:0] tag_in;
assign tag_in = mem_address[31:(s_offset + s_index)];
logic dirty_0_out, dirty_1_out;
logic valid_0_out, valid_1_out;
logic [s_tag-1:0] tag_0_out, tag_1_out;
logic [s_tag-1:0] tag_out;
logic lru_out;
logic [s_line-1:0] data_in;
logic [s_line-1:0] data_0_out, data_1_out;
logic [s_line-1:0] data_out;
assign pmem_wdata = data_out;
assign mem_rdata256 = data_out;
logic [31:0] wr_en_data_0;
logic [31:0] wr_en_data_1;
logic hit_0, hit_1;
assign hit_0 = ((tag_0_out == tag_in) & valid_0_out);
assign hit_1 = ((tag_1_out == tag_in) & valid_1_out);
assign miss = ~(hit_0 | hit_1);
new_array #(.s_index(s_index), .width(1)) dirty_array_0 (
	.*,
	.read(1'b1),
	.load(ld_dirty_0),
	.rindex(index_in),
	.windex(index_in),
	.datain(dirty_in),
	.dataout(dirty_0_out)
);
new_array #(.s_index(s_index), .width(1)) dirty_array_1 (
	.*,
	.read(1'b1),
	.load(ld_dirty_1),
	.rindex(index_in),
	.windex(index_in),
	.datain(dirty_in),
	.dataout(dirty_1_out)
);
new_array #(.s_index(s_index), .width(1)) valid_array_0 (
	.*,
	.read(1'b1),
	.load(ld_valid_0),
	.rindex(index_in),
	.windex(index_in),
	.datain(valid_in),
	.dataout(valid_0_out)
);
new_array #(.s_index(s_index), .width(1)) valid_array_1 (
	.*,
	.read(1'b1),
	.load(ld_valid_1),
	.rindex(index_in),
	.windex(index_in),
	.datain(valid_in),
	.dataout(valid_1_out)
);
new_array #(.s_index(s_index), .width(s_tag)) tag_array_0 (
	.*,
	.read(1'b1),
	.load(ld_tag_0),
	.rindex(index_in),
	.windex(index_in),
	.datain(tag_in),
	.dataout(tag_0_out)
);
new_array #(.s_index(s_index), .width(s_tag)) tag_array_1 (
	.*,
	.read(1'b1),
	.load(ld_tag_1),
	.rindex(index_in),
	.windex(index_in),
	.datain(tag_in),
	.dataout(tag_1_out)
);
new_array #(.s_index(s_index), .width(1)) lru_array (
	.*,
	.read(1'b1),
	.load(ld_lru),
	.rindex(index_in),
	.windex(index_in),
	.datain(~way),
	.dataout(lru_out)
);
new_data_array #(.s_offset(s_offset), .s_index(s_index)) data_array_0 (
	.*,
  .read(1'b1),
  .write_en(wr_en_data_0),
  .rindex(index_in),
  .windex(index_in),
	.datain(data_in),
	.dataout(data_0_out)
);
new_data_array #(.s_offset(s_offset), .s_index(s_index)) data_array_1 (
	.*,
  .read(1'b1),
  .write_en(wr_en_data_1),
  .rindex(index_in),
  .windex(index_in),
	.datain(data_in),
	.dataout(data_1_out)
);
always_comb begin
	unique case (miss)
		1'b0:	way = hit_1;		 
		1'b1:	way = lru_out;	 
		default:	way = hit_1;
	endcase
	unique case (way)
		1'b0:	dirty_out = dirty_0_out;
		1'b1:	dirty_out = dirty_1_out;
		default:	dirty_out = dirty_0_out;
	endcase
	unique case (way)
		1'b0:	tag_out = tag_0_out;
		1'b1:	tag_out = tag_1_out;
		default:	tag_out = tag_0_out;
	endcase
	unique case (way)
		1'b0:	data_out = data_0_out;
		1'b1:	data_out = data_1_out;
		default:	data_out = data_0_out;
	endcase
	unique case (data_in_sel)
		1'b0:	data_in = pmem_rdata;			 
		1'b1:	data_in = mem_wdata256;		 
		default:	data_in = pmem_rdata;
	endcase
	unique case (pmem_addr_sel)
		1'b0:	pmem_address = {tag_out, index_in, 5'b0};		 
		1'b1:	pmem_address = {tag_in, index_in, 5'b0};		 
		default:	pmem_address = {tag_out, index_in, 5'b0};
	endcase
	unique case (wr_en_data_0_sel)
		2'b00:	wr_en_data_0 = 32'h00000000;
		2'b01:	wr_en_data_0 = 32'hFFFFFFFF;
		2'b10:	wr_en_data_0 = mem_byte_enable256;
		default:	wr_en_data_0 = 32'h00000000;
	endcase
	unique case (wr_en_data_1_sel)
		2'b00:	wr_en_data_1 = 32'h00000000;
		2'b01:	wr_en_data_1 = 32'hFFFFFFFF;
		2'b10:	wr_en_data_1 = mem_byte_enable256;
		default:	wr_en_data_1 = 32'h00000000;
	endcase
end
endmodule : new_cache_datapath
module new_data_array #(
  parameter s_offset = 5,
  parameter s_index = 3
)
(
  clk,
  rst,
  read,
  write_en,
  rindex,
  windex,
  datain,
  dataout
);
localparam s_mask   = 2**s_offset;
localparam s_line   = 8*s_mask;
localparam num_sets = 2**s_index;
input clk;
input rst;
input read;
input [s_mask-1:0] write_en;
input [s_index-1:0] rindex;
input [s_index-1:0] windex;
input [s_line-1:0] datain;
output logic [s_line-1:0] dataout;
logic [s_line-1:0] data [num_sets-1:0]  ;
logic [s_line-1:0] _dataout;
assign dataout = _dataout;
always_comb begin
  _dataout = data[rindex];
end
always_ff @(posedge clk)
begin
  if (rst) begin
    for (int i = 0; i < num_sets; ++i) begin
      data[i] <= '0;
    end
  end
  else begin
    for (int i = 0; i < s_mask; i++) begin
      data[windex][8*i +: 8] <= write_en[i] ? datain[8*i +: 8] : data[windex][8*i +: 8];
    end
  end
end
endmodule : new_data_array
--- flow/run.sh ---
#!/bin/bash
# OpenROAD 26Q1-2900-gdf79404cd8, Yosys 0.63+post, stock flow scripts
make -C /OpenROAD-flow-scripts/flow DESIGN_CONFIG=/design/flow/config.mk WORK_HOME=/design/flow/orfs finish
--- flow/config.mk ---
export PLATFORM = sky130hd
export DESIGN_NAME = new_cache
export DESIGN_NICKNAME = new_cache
export VERILOG_FILES = /design/flow/design.v
export SDC_FILE = /design/flow/constraint.sdc
export NUM_CORES = 4
export LEC_CHECK = 1
export CORE_UTILIZATION = 30
export SYNTH_MEMORY_MAX_BITS = 65536
--- flow/constraint.sdc ---
current_design new_cache

set clk_period 178.4
set clk_io_pct 0.2

create_clock -name clk0 -period $clk_period [get_ports {clk}]

set non_clock_inputs [all_inputs -no_clocks]
set_input_delay [expr $clk_period * $clk_io_pct] -clock clk0 $non_clock_inputs
set_output_delay [expr $clk_period * $clk_io_pct] -clock clk0 [all_outputs]
==> deck_impl_summary.md <==
Synthesis and Place & Route Summary

Final layout
  • Top cells excl fill/tap: edfxtp_1, nor2_1, a22oi_1
  • Fillcell total: 61700
  • Area delta synth->final: 16.8%
  • Post-layout util: 0.351
  • Layout cells sized above 1: 0.110
  • Top cell excl fill/tap: edfxtp_1
  • Non-Filler Instances: between 20000 and 30000

Yosys
  • Seq share, synth: 0.694
  • YS warnings: 5
  • Main flop type: edfxtp_1
  • Post-synth EDFFs: 4520
  • Yosys cell types: 88
  • Ys cells: about 16000
  • Xor/xnor share: 0.00130
  • Flops & latches, synth: 4523
  • YS chip area: approximately 200000 um^2
  • Adder share: 0.000256
  • Simple-Gate Area Share: 0.135
  • Syn Inst Count: 15600
  • Mux share: 0.0306
  • Dominant combinational family: simple AND/OR/NAND/NOR gates
  • Mean Syn Cell Area: 12.5 um^2
  • FFs w/ async S/R, synth: 0
  • AO/OA Area Share: 0.110
  • Netlist Area Pre-Place: approximately 200000 um^2

Drt
  • # DRC: 0
  • Antenna Nets Post-Route: 0
  • Drt first pass iters: 7
  • Post-DR wirelength/cell: 33.0 um
  • Vias/cell: around 5.6
  • DR vias: between 100k and 150k
  • DRT iter0 DRCs: between 10000 and 15000
  • Final WL: between 800000 and 900000 um

Placement
  • Port Buf Inserts: between 600 and 700
  • Placer Congestion: 0.952
  • Post-DP HPWL: slightly above 500000 um
  • Inst Count DP: 24300

Outcome
  • Status: completed

Flow run
  • Max-cap violations: 0
  • Log Warnings: 30

Critical path
  • Worst endpoint required time: 142.72 ns
  • Setup CP Type: input port to primary output
  • Crit path DAT: 43.91 ns
  • Critical Path Source Type: input port
  • CP Max Fanout: 31
  • Crit. End Element: primary output

Clocking
  • Root buf cell: clkbuf_16
  • Post-CTS repair timing setup buffer count: 0
  • CTS buffer count: 470
  • Post-CTS Resized: 0
  • CTS Buffer Depth: 4
  • # hold bufs at CTS: 0
  • Late-Pin Clk Latency: 1.11 ns
  • CTS H-tree lvls: 5
  • CTS clk-pin slew, worst paths: 0.06 ns
  • CTS tree: done
  • Sink Count: 4523

Pwr
  • Peak VDD IR: 0.0000104 V
  • Pleak: 75.7 nW
  • Cell Pwr Density: 10.9 nW/um^2

Timing
  • Slew Limit Headroom: 0.181
  • Min cycle time layout: roughly 80 ns
  • Clock skew: 0.148 ns
  • Fmax achieved: about 13 MHz
  • Worst-Margin Slew: 1.22 ns
  • RSZ-0062 raised after global routing: false
  • Final setup vio count: 0
  • Fin. max-slew vios: 0
  • Final setup TNS: 0 ns
  • Final hold viol count: 0
  • Part of the cycle the worst path needs: 0.446

Floorplan
  • Core ar.: 650000 um^2
  • Top Ports: 652
  • FP Core Util: 0.301
  • Rows: 296
  • Die X: 809 um
  • Die Y: 809 um
  • Die ar.: around 650000 um^2

GRT
  • Grt total ovfl: 0
  • Global Route Usage Sum: 0.263
  • First-pass GRT wire length: 1140000 um
  • Largest net degree at the start of global routing: 96
  • Vias in the first global route: 140000
  • Initial antenna violation count: 112

Hold path
  • HP Class: flop to flop
-- per-layer routing --
| metal | global-route usage | share of wire | up-vias |
|---|---|---|---|
| met5 | 0.0566 | 0.0063 | - |
| met3 | 0.201 | 0.18 | 1957 |
| met1 | 0.278 | 0.31 | 68800 |
| li1 | - | - | 59900 |
| met4 | 0.167 | 0.084 | 134 |
| met2 | 0.363 | 0.42 | 10400 |
-- sequential cells by signal, summed over array words and instances (netlist names) --
name and flops:
control.state 3, datapath.tag_array_0.data 192, datapath.data_array_0.data 2048, datapath.valid_array_1.data 8, datapath.data_array_1.data 2048, datapath.dirty_array_1.data 8
datapath.dirty_array_0.data 8, datapath.valid_array_0.data 8, datapath.tag_array_1.data 192, datapath.lru_array.data 8
-- through the flow --
| step | setup WS, ns | hold slack (ns) | cell area [um^2] | power [mW] |
|---|---|---|---|---|
| floorplan | 103.76 | 0.476 | 196000 | 1.44 |
| global placement | 99.04 | 0.492 | 214000 | 1.57 |
| detailed placement | 99.00 | 0.500 | 214000 | 1.57 |
| CTS | 99.00 | 0.519 | 228000 | 2.49 |
| global route | 98.82 | 0.542 | 228000 | 2.56 |
| finish | 98.81 | 0.524 | 228000 | 2.50 |
-- cells in the mapped netlist, types with 45 or more instances --
| library cell | n | area share |
|---|---|---|
| edfxtp_1 | 4520 | 0.69 |
| nor2_1 | 4470 | 0.086 |
| a22oi_1 | 2031 | 0.078 |
| clkbuf_1 | 1102 | 0.021 |
| nand4_1 | 398 | 0.013 |
| nand2_1 | 349 | 0.0067 |
| o21ai_1 | 340 | 0.0087 |
| nand3_1 | 281 | 0.0072 |
| mux2_2 | 277 | 0.016 |
| a21oi_1 | 233 | 0.0060 |
| and3_1 | 230 | 0.0074 |
| nor3_1 | 180 | 0.0046 |
| buf_1 | 139 | 0.0027 |
| and4_1 | 135 | 0.0060 |
| mux2i_1 | 127 | 0.0065 |
| mux4_2 | 64 | 0.0074 |
| buf_2 | 52 | 0.0013 |
| inv_1 | 51 | 0.00098 |
| a222oi_1 | 48 | 0.0025 |
| o211ai_1 | 48 | 0.0018 |
| o21ai_0 | 48 | 0.0012 |
| a21o_1 | 45 | 0.0017 |
-- worst max-delay path: stages --
cell and delay [ns]:
buf_4 0.38, buf_4 0.51, or2_1 0.45, buf_4 0.34, o22ai_1 0.18, or3_1 0.44
a2111oi_2 0.33, nor4b_4 0.36, nand4_4 0.16, buf_4 0.35, o21ai_4 0.36, buf_4 0.58
buf_4 0.60, buf_4 0.60, mux2i_1 0.70, a22oi_1 0.19, buf_4 0.23, nand4_1 0.63
clkdlybuf4s50_1 0.63
-- final timing paths --
path | from | endpoint | slack [ns] | cells past startpoint
setup / recovery | mem_address[6] | mem_rdata_cpu[27] | 98.81 | 19
setup reg to reg | datapath.tag_array_0.data[6][10]$_SDFFCE_PN0P_ | datapath.data_array_0.data[6][70]$_SDFFCE_PN0P_ | 170.39 | 21
hold / removal | control.state[0]$_DFF_P_ | control.state[0]$_DFF_P_ | 0.52 | 1
hold reg to reg | control.state[0]$_DFF_P_ | control.state[0]$_DFF_P_ | 0.52 | 1
-- cell type report --
class                   instances  area, um^2  share of cell area
flip-flops and latches       4523      136000               0.595
multi-input cells            9725       55000               0.241
clock buffers                 599       12300              0.0538
repair buffers               1321       11800              0.0516
well taps                    8642       10800              0.0474
clock inverters               251        2150             0.00940
diodes                        103         258             0.00113
inverters                      63         236             0.00104
-- cells by family after synthesis --
logic type                 count (synthesis)
DFF                                     4523
adders and majority gates                  4
AOI/OAI and AO/OA                       3039
xor gates and xnor gates                  29
and+or+nand+nor                         6167
muxes                                    481
buffers and inverters                   1396
other                                      1
-- power by group --
part | total, mW | switching [mW] | internal (mW)
Sequential | 1.24 | 0.0131 | 1.23
Combinational | 0.318 | 0.237 | 0.0803
Clock | 0.940 | 0.424 | 0.516
Total | 2.50 | 0.675 | 1.82
Power and IR drop assume default switching activity.
